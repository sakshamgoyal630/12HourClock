`flow/config.mk`:
```
export PLATFORM = sky130hd
export DESIGN_NAME = SevenSegmentController
export DESIGN_NICKNAME = SevenSegmentController
export VERILOG_FILES = /design/flow/design.v
export SDC_FILE = /design/flow/constraint.sdc
export NUM_CORES = 4
export LEC_CHECK = 1
export CORE_UTILIZATION = 30
```
`flow/constraint.sdc`:
```
current_design SevenSegmentController

set clk_period 4.0
set clk_io_pct 0.2

create_clock -name clk0 -period $clk_period [get_ports {clk}]

set non_clock_inputs [all_inputs -no_clocks]
set_input_delay [expr $clk_period * $clk_io_pct] -clock clk0 $non_clock_inputs
set_output_delay [expr $clk_period * $clk_io_pct] -clock clk0 [all_outputs]
```
`flow/design.v`:
```
module Clock_Divider(
    input clk_100Mhz,
    input [26:0] half_timeperiod,
    output reg clk_1hz
    );
    reg [26:0] counter;
    always @(posedge clk_100Mhz) begin
        if(counter == half_timeperiod) begin
            counter <= 0;
            clk_1hz <= ~clk_1hz;
        end
        else begin
            counter <= counter + 1;
        end
    end
endmodule
module Digit_Refresher(
    input clk,rst,
    output reg [1:0] digit_sel
    );
    always @(posedge clk or posedge rst) begin
        if(rst) begin
            digit_sel<=0;
        end
        else begin
            digit_sel<=digit_sel+1;
        end
    end
endmodule
module SevenDecoder(
  input [3:0] in,
  output [7:0] seg
);
  wire s0;
  wire s1;
  wire s2;
  wire s3;
  assign s2 = ~ in[3];
  assign s1 = ~ in[2];
  assign s0 = ~ in[1];
  assign s3 = ~ in[0];
  assign seg[0] = ((in[0] & s0 & s1 & s2) | (s3 & s0 & in[2]));
  assign seg[1] = ((in[0] & s0 & in[2]) | (s3 & in[1] & in[2]));
  assign seg[2] = (s3 & in[1] & s1);
  assign seg[3] = ((in[0] & s0 & s1 & s2) | (s3 & s0 & in[2]) | (in[0] & in[1] & in[2]));
  assign seg[4] = (in[0] | (s0 & in[2]));
  assign seg[5] = ((in[0] & s1 & s2) | (in[0] & in[1]) | (in[1] & s1));
  assign seg[6] = ((in[0] & in[1] & in[2] & s2) | (s0 & s1 & s2));
  assign seg[7] = 1;
endmodule
module SevenSegmentController(
    input clk,rst,
    input [15:0] bcd_input,
    output [7:0] seg,
    output [3:0] digits
    );
    wire clk_1khz;
    wire [3:0] actual_4bits;
    wire [1:0] DigitEnable;
    Clock_Divider CD1(clk,27'd4999999,clk_1khz);
    Digit_Refresher DR1(clk_1khz,rst,DigitEnable);
    mux16to4 MX1(bcd_input,DigitEnable,actual_4bits);
    SevenDecoder SD1(actual_4bits,seg);
    assign digits[0] = ~((~DigitEnable[1])&(~DigitEnable[0]));
    assign digits[1] = ~((~DigitEnable[1])&DigitEnable[0]);
    assign digits[2] = ~(DigitEnable[1]&(~DigitEnable[0]));
    assign digits[3] = ~(DigitEnable[1]&DigitEnable[0]);
endmodule
module mux16to4(
    input [15:0] in,
    input [1:0] sel,
    output reg [3:0] out
    );
    always @(*) begin
        case(sel)
            2'b00: out = in[3:0];
            2'b01: out = in[7:4];
            2'b10: out = in[11:8];
            2'b11: out = in[15:12];
        endcase
    end
endmodule
```
`flow/run.sh`:
```
#!/bin/bash
# OpenROAD 26Q1-2900-gdf79404cd8, Yosys 0.63+post, stock flow scripts
make -C /OpenROAD-flow-scripts/flow DESIGN_CONFIG=/design/flow/config.mk WORK_HOME=/design/flow/orfs finish
```
==> qor_table.md <==
| Metric | This run | Unit |
| --- | --- | --- |
| Status | finished, final reports clean | - |
| Number of top-level pins | 30 | - |
| Worst Setup Slack post-DPL | 0.297 | ns |
| Worst vdd rail ir drop | 0.173 | mV |
| Number of diodes | 0 | - |
| WL/cell | 11.1 | um |
| Crit-path max FO | 9 | - |
| Number of slew-limit violations in the final report | 0 | - |
| Post-Synthesis Cell Area | 1640 | um2 |
| Static leakage power | 0.827 | nW |
| Via density per instance | 4.74 | - |
| Post-synth seq share | 0.379 | - |
| DIE AREA | 5760 | um2 |
| Vert. Die Dim | 75.9 | um |
| Share of the synthesized area in the top cell type | 0.330 | - |
| WP data required | 3.20 | ns |
| First-pass GRT wire length | 5120 | um |
| Filler Cells Inserted | 525 | - |
| TNS Setup | 0 | ns |
| RSZ-0062 raised after global routing | false | - |
| Cells taking the most area after synthesis | sky130_fd_sc_hd__dfxtp_1, sky130_fd_sc_hd__xor2_1, sky130_fd_sc_hd__xnor2_1 | - |
| Via count of the routed design | 1289 | - |
| FFs w/ async S/R, synth | 0.0667 | - |
| CTS root buffer | sky130_fd_sc_hd__clkbuf_8 | - |
| GRT Util Overall | 0.108 | - |
| Yosys reg bits | 30 | - |
| Total wire length after detailed routing | 3020 | um |
| Transition time at the pin with the least slew margin | 0.620 | ns |
| Setup violation total in the final timing report | 0 | - |
| Post-Syn Instances | 178 | - |
| Maximum clock frequency | 271 | MHz |
| Number of instances in the placed design | 268 | - |
| Maximum number of pins on one net before global-route repair | 16 | - |
| Critical Path Start Type | input pin | - |
| Worst setup path class | in -> out | - |
| DR iter-0 viols | 35 | - |
| Count of different cell masters after synthesis | 44 | - |
| Placed Instance Area | 1950 | um2 |
| Syn avg cell area | 9.21 | um2 |
| Site Rows | 26 | - |
| Worst setup slack after layout | 0.306 | ns |
| Maximum buffer depth of the clock tree | 2 | - |
| Slew headroom | 0.575 | - |
| Overflow left after global routing | 0 | - |
| Worst EP arrival | 2.89 | ns |
| Remaining routing DRC violations | 0 | - |
| Latest clock arrival within the worst-skew pair | 0.27 | ns |
| Final period util | 0.923 | - |
| Clock transition at path regs | 0.09 | ns |
| Filler-free cell count of the finished design | 272 | - |
| Count of endpoints without a timing constraint | 6 | - |
| Number of enable-type register cells in the synthesized netlist | 1 | - |
| Vias in the first global route | 1161 | - |
| Number of nets with antenna violations after routing | 0 | - |
| Area delta synth->final | 22.1 | % |
| Core Box Area | 5170 | um2 |
| Routability congestion estimate | 0.772 | - |
| Kind of capture point of the worst setup path | primary output | - |
| Count of unclocked register or latch pins | 2 | - |
| Init Core Util | 0.317 | - |
| Post-CTS repair timing setup buffer count | 0 | - |
| Overall die width | 75.9 | um |
| Final non-filler cell area | 2000 | um2 |
| Total tool warning count | 29 | - |
| Count of instantiated cells in the yosys netlist | 178 | - |
| CTS-repair resized insts | 0 | - |
| Final tally of hold violations | 0 | - |
| Length of the first detailed-routing pass in iterations | 4 | - |
| Clock H-tree levels | 1 | - |
| Tally of max-capacitance violations | 0 | - |
| Inserted Clock Buffers | 3 | - |
| Post-layout min period | 3.69 | ns |
| Synth Warn # | 3 | - |
| Summed standard-cell area reported by yosys | 1640 | um2 |
| Proportion of layout cells with a drive suffix above 1 | 0.0792 | - |
| Number of antenna violations at the first check in global routing | 0 | - |
| Setup clock skew after layout | 0.00251 | ns |
| Final HPWL from detailed placement | 2250 | um |
| CTS tree | built | - |
| Class of the most critical hold timing path | reg -> reg | - |
| Cell taking the most area after synthesis | sky130_fd_sc_hd__dfxtp_1 | - |
| Number of buffers added on ports | 28 | - |
| Number of buffers added to fix hold violations after cts | 0 | - |
| Main flop type after synthesis | sky130_fd_sc_hd__dfxtp_1 | - |
| Power Density | 245 | nW/um2 |
[state kept, by name, indices dropped and copies added, names as in the netlist]
register,count
CD1.counter,27
DR1.digit_sel,2
CD1.clk_1hz,1
[Yosys cell counts (all sizes together) (2+ instances only)]
master	instances
nand2	8
a21boi	2
or4	2
mux2	2
a222oi	4
xnor2	10
and4	5
dfrtp	2
nand3	10
xor2	11
and3	8
mux2i	3
dfxtp	27
inv	16
or3	2
nor2	13
o21ai	4
ha	6
clkbuf	2
nor4	2
nor3	6
buf	6
a21oi	6
nand4	9
[critical path, cell delays in order]
cell and delay (ns):
sky130_fd_sc_hd__clkdlybuf4s50_1 0.40, sky130_fd_sc_hd__a222oi_1 0.37, sky130_fd_sc_hd__mux2i_1 0.29, sky130_fd_sc_hd__or3b_1 0.40
sky130_fd_sc_hd__a21boi_0 0.16, sky130_fd_sc_hd__clkdlybuf4s50_1 0.48
[routing by layer]
layer | global-route usage | wire (um) | vias to the layer above
met5 | 0 | 0 | -
met3 | 0.0184 | 184 | 2
met1 | 0.165 | 1480 | 579
li1 | - | - | 677
met2 | 0.170 | 1340 | 31
met4 | 0.0115 | 18 | 0
[cell families after synthesis]
family,count (synthesis),share of synthesized area
fa+ha+maj,6,0.0458
compound gates,20,0.0855
flops,30,0.379
other cells,1,0.00229
xor+xnor,21,0.112
simple gates,71,0.269
mux,5,0.0321
buf+inv,24,0.0740
[worst paths after layout]
kind                   startpoint             end  slack (ns)  cells after the start
hold / removal     CD1.counter[0]  CD1.counter[0]        0.45                      1
hold reg to reg    CD1.counter[0]  CD1.counter[0]        0.45                      1
setup / recovery     bcd_input[9]          seg[3]        0.31                      6
setup reg to reg  CD1.counter[22]     CD1.clk_1hz        2.14                      3
[through the flow]
stage	hold WS, ns	power, mW	utilization
6_report	0.450	0.491	0.387
5_1_grt	0.467	0.512	0.387
3_3_place_gp	0.428	0.324	0.376
3_5_place_dp	0.436	0.324	0.376
4_1_cts	0.450	0.497	0.387
2_1_floorplan	0.413	0.297	-
[power breakdown]
group / switching, mW / leakage (nW) / internal [mW]
clock: 0.0859 / 0.0288 / 0.0881
combinational: 0.0101 / 0.541 / 0.0270
sequential: 0 / 0.257 / 0.280
total: 0.0960 / 0.827 / 0.395
[layout make-up]
cell class                 count  area (um2)  share of cell area
multi-input combinational    124         897               0.448
sequential                    30         621               0.310
timing repair buffer          28         280               0.140
tap                           70        87.6              0.0438
inverter                      16        60.1              0.0300
clock buffer                   4        55.1              0.0275
[placed cells by master, fill, tap and decap left out, types with 3 or more instances in the layout]
| cell type | count |
|---|---|
| sky130_fd_sc_hd__a21oi_1 | 5 |
| sky130_fd_sc_hd__dfxtp_1 | 27 |
| sky130_fd_sc_hd__nor2_1 | 13 |
| sky130_fd_sc_hd__and3_1 | 7 |
| sky130_fd_sc_hd__nand2_1 | 8 |
| sky130_fd_sc_hd__ha_1 | 6 |
| sky130_fd_sc_hd__mux2i_1 | 3 |
| sky130_fd_sc_hd__clkbuf_8 | 4 |
| sky130_fd_sc_hd__inv_1 | 16 |
| sky130_fd_sc_hd__a222oi_1 | 4 |
| sky130_fd_sc_hd__clkdlybuf4s50_1 | 28 |
| sky130_fd_sc_hd__and4_1 | 4 |
| sky130_fd_sc_hd__o21ai_0 | 4 |
| sky130_fd_sc_hd__nand4_1 | 8 |
| sky130_fd_sc_hd__nand3_1 | 10 |
| sky130_fd_sc_hd__xnor2_1 | 10 |
| sky130_fd_sc_hd__xor2_1 | 11 |
| sky130_fd_sc_hd__nor3_1 | 5 |
Power figures rest on the tool's default switching activity, not on a simulated workload.
